`design.v`:
```
`timescale 1ns / 1ps
module ALU(
    input [7:0]A,
    input [7:0]B,
    input [1:0]sel_mode,
    output reg[7:0]ans,
	 output reg cout
    );
	 always@(A,B,sel_mode)begin
		if(sel_mode == 2'b00)begin
			{cout,ans} = A + B;
		end 
		else if(sel_mode == 2'b01)begin
			ans = A - B;
			cout = !ans[7];
		end
		else if(sel_mode == 2'b10)begin
			ans = A & B;
		end
		else if(sel_mode == 2'b11)begin
			ans = A | B;
		end
	 end
endmodule
`timescale 1ns / 1ps
module CompleteCPU(
    input [7:0]A,
    input [7:0]B,
    input Reset,
    input Clock,
	 output Halt,
	 output [3:0]state,
	 output [3:0]IRout,
    output [7:0]Output,
	 output cout
    );
	 wire [1:0] SelectMode;
	 wire [3:0] IR_CU;
	 wire Jump_Sel;
	 wire IRload,PCload,Asel,Aload,Bload,ANSload;
	 wire Stop;
	 ControlUnit cu(.IR_CU(IR_CU),.Reset(Reset),.Clk(Clock),.IRload(IRload),.Jump_SelMode(Jump_Sel),.PCload(PCload),.A_sel(Asel),.Aload(Aload),.Bload(Bload),.Sel_Mode(SelectMode),.Halt(Halt),.OUTPUT(state),.StopProgram(Stop));
	 Datapath dtp(.cout(cout),.A(A),.B(B),.A_select(Asel),.Aload(Aload),.Bload(Bload),.SelectMode(SelectMode),.IRload(IRload),.PCload(PCload),.Jump_Sel(Jump_Sel),.Reset(Reset),.Clk(Clock),.Output(Output),.IR_CU(IR_CU),.StopProgram(Stop));
	 assign IRout = IR_CU;
endmodule
`timescale 1ns / 1ps
module ControlUnit(
    input [3:0] IR_CU,
	 input Reset,
    input Clk,
	 input StopProgram,
    output reg IRload,
    output reg Jump_SelMode,
    output reg PCload,
    output reg A_sel,
    output reg Aload,
    output reg Bload,
    output reg [1:0] Sel_Mode,
	 output reg Halt,
	 output [3:0]OUTPUT
    );
	 wire [3:0] IR_CU;
	 parameter start = 4'b0000,fetch = 4'b0001,decode = 4'b0010,inA = 4'b0011,inB = 4'b0100,add = 4'b0101,OUT=4'b0110,JSM =4'b0111,HALT=4'b1000;
	 reg [3:0] state;
	 always @(posedge Clk) begin
	 if(Reset == 1)
	 state = start;
	 else begin
	 case(state)
		 start : state = fetch;
		 fetch : state = decode;
		 decode : if(IR_CU == 4'b0011)begin
						state = inA;
					 end
					 else if(IR_CU == 4'b0100)begin
						state = inB;
					 end
					 else if(IR_CU == 4'b0101)begin
						state = add;
					 end
					 else if(IR_CU == 4'b0110)begin
						state = OUT;
					 end
					 else if(IR_CU == 4'b0110)begin
						state = JSM;
					 end
					 else if(IR_CU == 4'b0111)begin
						state = HALT;
					 end
		 inA : state = start;
		 inB : state = start;
		 add : state = start;
		 OUT : state = start;
		 JSM : state = start;
		 HALT : state = HALT;
		 default: state = HALT;
		 endcase
		 end
		 end
	 always @(posedge Clk)
		begin : FSM_OUT
		 if(Reset == 1'b1)begin
				IRload <= 1'b0;
				PCload <= 1'b0;
				Jump_SelMode <= 1'b0;
				A_sel <= 1'b0;
				Aload <= 1'b0;
				Bload <= 1'b0;
				Sel_Mode <= 2'b0;
				Halt <= 1'b0;
		 end
		 else if (Reset == 1'b0) begin
			 case(state)
				 start : begin
								IRload <= 1'b0;
								PCload <= 1'b0;
								Jump_SelMode <= 1'b0;
								A_sel <= 1'b0;
								Aload <= 1'b0;
								Bload <= 1'b0;
								Sel_Mode <= 2'bx;
								Halt <= 1'b0;
							end
				 fetch : begin
								IRload <= 1'b1;
								PCload <= 1'b1;
								Jump_SelMode <= 1'b0;
								A_sel <= 1'b0;
								Aload <= 1'b0;
								Bload <= 1'b0;
								Sel_Mode <= 2'bx;
								Halt <= 1'b0;
							end
				 decode : begin
								IRload <= 1'b0;
								PCload <= 1'b0;
								Jump_SelMode <= 1'b0;
								A_sel <= 1'b0;
								Aload <= 1'b0;
								Bload <= 1'b0;
								Sel_Mode <= 2'bx;
								Halt <= 1'b0;
							end
				 inA : begin
								IRload <= 1'b0;
								PCload <= 1'b0;
								Jump_SelMode <= 1'b0;
								A_sel <= 1'b1;
								Aload <= 1'b1;
								Bload <= 1'b0;
								Sel_Mode <= 2'bx;
								Halt <= 1'b0;
							end
				 inB : begin
								IRload <= 1'b0;
								PCload <= 1'b0;
								Jump_SelMode <= 1'b0;
								A_sel <= 1'b0;
								Aload <= 1'b0;
								Bload <= 1'b1;
								Sel_Mode <= 2'bx;
								Halt <= 1'b0;
							end
				add : begin
								IRload <= 1'b0;
								PCload <= 1'b0;
								Jump_SelMode <= 1'b0;
								A_sel <= 1'b0;
								Aload <= 1'b1;
								Bload <= 1'b1;
								Sel_Mode <= 2'b11;
								Halt <= 1'b0;
							end			
				OUT : begin
								IRload <= 1'b0;
								PCload <= 1'b0;
								Jump_SelMode <= 1'b0;
								A_sel <= 1'b0;
								Aload <= 1'b0;
								Bload <= 1'b0;
								Sel_Mode <= 2'bx;
								Halt <= 1'b0;
							end
				JSM : begin
								if(StopProgram == 1)begin
									PCload <= 1'b1;
									IRload <= 1'b0;
									Jump_SelMode <= 1'b1;
									A_sel <= 1'b0;
									Aload <= 1'b0;
									Bload <= 1'b0;
									Sel_Mode <= 2'bx;
									Halt <= 1'b0;
								end else if(StopProgram == 0) begin
									PCload <= 1'b0;
									IRload <= 1'b0;
									Jump_SelMode <= 1'b1;
									A_sel <= 1'b0;
									Aload <= 1'b0;
									Bload <= 1'b0;
									Sel_Mode <= 2'bx;
									Halt <= 1'b0;
								end
							end
				HALT : begin
								IRload <= 1'b0;
								PCload <= 1'b0;
								Jump_SelMode <= 2'b0;
								A_sel <= 1'b0;
								Aload <= 1'b0;
								Bload <= 1'b0;
								Sel_Mode <= 1'bx;
								Halt <= 1'b1;
							end
			 endcase
		 end
	 end
	 assign OUTPUT = state;
endmodule
`timescale 1ns / 1ps
module Datapath(
    input [7:0]A,
    input [7:0]B,
    input A_select,
    input Aload,
    input Bload,
    input [1:0]SelectMode,
    input IRload,
    input PCload,
	 input ANSload,
    input Jump_Sel,
    input Reset,
    input Clk,
	 output reg StopProgram,
    output [7:0]Output,
    output [3:0]IR_CU,
	 output cout
    );
	 wire [7:0] OutMuxA,OutMuxB;
	 wire [7:0] OutRegA,OutRegB,KeepANS;
	 assign KeepANS = Output;
	 assign ANSresult = A + (5 * B);
	 always @(*)begin
		 if(KeepANS < ANSresult)
			StopProgram <= 1;
		 else if(KeepANS == ANSresult)
			StopProgram <= 0;
	 end
	 mux2to1_8bits ThismuxA(.in0(Output),.in1(A),.sel(A_select),.out(OutMuxA));
	 Register_8bits ThisregA(.in(OutMuxA),.load(Aload),.clear(Reset),.clk(Clk),.out(OutRegA));
	 Register_8bits ThisregB(.in(B),.load(Bload),.clear(Reset),.clk(Clk),.out(OutRegB));
	 ALU calculator(.A(OutRegA),.B(OutRegB),.sel_mode(SelectMode),.ans(Output),.cout(cout));
	 wire [3:0] IROUT;
	 wire [7:0] ROMout;
	 wire [3:0] outJSM;
	 wire [3:0] PCplusONE,addPC;
	 IR ThisIR(.Input(ROMout),.load(IRload),.clear(Reset),.clk(Clk),.IR_CU(IR_CU),.IR_DTP(IROUT));
	 JSM ThisJSM(.in0(PCplusONE),.in1(IROUT),.sel(Jump_Sel),.out(outJSM));
	 PC ThisPC(.Input(outJSM),.load(PCload),.clear(Reset),.clk(Clk),.Output(addPC));
	 incrementPC ThisPLUS1(.IN(addPC),.OUT(PCplusONE));
	 ROM ThisROM(.Address(addPC),.clk(Clk),.Output(ROMout));
endmodule
`timescale 1ns / 1ps
module IR(
	 input [7:0]Input,
    output reg[3:0]IR_CU,
    output reg[3:0]IR_DTP,
    input load,
    input clear,
	 input clk
    );
	 reg [7:0] IRout;
	 always@(posedge clk)
     begin
        if(clear==1)
        begin
         IRout <= 8'b0;
        end
        else if(clear==0)
        begin
            if(load==1)begin
					 IRout <= Input;
				end
        end
		  IR_DTP <= IRout[3:0];
		  IR_CU <= IRout[7:4];
     end
endmodule
`timescale 1ns / 1ps
module JSM(
    input [3:0]in0,
    input [3:0]in1,
    input sel,
    output reg[3:0]out
    );
	 always @(in0,in1,sel)begin
		case(sel)
	   1'b0 : out <= in0;
		1'b1 : out <= in1;
		endcase
	 end
endmodule
`timescale 1ns / 1ps
module PC(
    input [3:0]Input,
	 input clk,
    input clear,
    input load,
	 output reg [3:0]Output
    );
	 reg [3:0] pcreg;
	 always@(posedge clk)
	 begin
		if(clear==1)
		begin
			pcreg <= 4'b0000;
		end
		else if(clear==0)
		begin
			if(load==1)
			begin
				pcreg <= Input;
			end
		end
		Output <= pcreg;
	 end
endmodule
`timescale 1ns / 1ps
module ROM(
    input [3:0]Address,
    input clk,
    output reg [7:0]Output
    );
	 reg [7:0] rom [15:0];
	 always@(posedge clk)
	 begin
		rom[0] <= 8'b0011_0000;  
		rom[1] <= 8'b0100_0000;  
		rom[2] <= 8'b0101_0000;  
		rom[3] <= 8'b0110_0000;  
		rom[4] <= 8'b0111_0010;  
		rom[5] <= 8'b1000_0000;  
		Output <= rom[Address];
	 end
endmodule
`timescale 1ns / 1ps
module Register_8bits(
    input [7:0]in,
    input load,
    input clear,
    input clk,
    output reg [7:0]out
    );
	 reg [7:0] file;
	 always @(posedge clk)begin
		if(clear == 1)begin
			file <= 8'b0;
		end
		else if(clear == 0)begin
			if(load == 1)begin
				file <= in;
			end
		end
		out <= file;
	 end
endmodule
`timescale 1ns / 1ps
module incrementPC(
    input [3:0]IN,
    output [3:0]OUT
    );
	 assign OUT = IN + 1'b1;
endmodule
`timescale 1ns / 1ps
module mux2to1_8bits(
    input [7:0]in0,
    input [7:0]in1,
    input sel,
    output reg[7:0]out
    );
	 always @(in0,in1,sel)begin
		case(sel)
		1'b0 : out <= in0;
		1'b1 : out <= in1;
		endcase
	 end
endmodule
```
`run.sh`:
```
#!/bin/bash
# OpenROAD 26Q1-2900-gdf79404cd8, Yosys 0.63+post, stock flow scripts
make -C /OpenROAD-flow-scripts/flow DESIGN_CONFIG=/design/flow/config.mk WORK_HOME=/design/flow/orfs finish
```
`config.mk`:
```
export PLATFORM = sky130hd
export DESIGN_NAME = CompleteCPU
export DESIGN_NICKNAME = CompleteCPU
export VERILOG_FILES = /design/flow/design.v
export SDC_FILE = /design/flow/constraint.sdc
export NUM_CORES = 4
export LEC_CHECK = 1
export CORE_UTILIZATION = 40
```
`constraint.sdc`:
```
current_design CompleteCPU

set clk_period 1.6
set clk_io_pct 0.2

create_clock -name clk0 -period $clk_period [get_ports {Clock}]

set non_clock_inputs [all_inputs -no_clocks]
set_input_delay [expr $clk_period * $clk_io_pct] -clock clk0 $non_clock_inputs
set_output_delay [expr $clk_period * $clk_io_pct] -clock clk0 [all_outputs]
```
==> summary.txt <==
impl run done, here's what came out: Synth Area per Inst between 9 and 10 sq um, R2R Path Start dtp.ThisPC.Output[0]$_DFF_P_, standard-cell row count 32, Top Family by Delay on Critical Path buffers and inverters, Slew Viols, Final 0, Mapped Area 3210 sq um, crit path DRT around 1.3 ns, critical path class flop to primary output, Longest Clk Path Bufs 2, yosys stat chip area roughly 3200 sq um, Antenna diodes 0, GPL Wtd Cong roughly 0.83, Setup Buffers After CTS 0, Detail Route Antenna Nets 0, Finished Core Util approximately 50%, setup TNS 0 ns, die extent in y approximately 92 um, period utilization roughly 95%, Area leader share 42.4%, Via density 4.73, logic area around 1500 sq um, # port buffers 35, largest area contributor in the netlist dfxtp_1, CTS Hold Bufs 0, DRC 0, # IOs 36, clock-pin slew of the registers on the worst-case setup and hold paths 0.08 ns, detailed-route wire length per cell 12.4 um, Layout area overhead 21.8%, worst endpoint data arrival time 1.21 ns, gr ovfl total 0, synth unique cells between 40 and 50, WL final ~5900 um, Worst R2R Path Depth 5, clk_skew about 0.010 ns, worst hold endpoint dtp.ThisIR.IR_CU[1]$_DFF_P_, Worst Path Max Fanout 11, final critical-path required period around 1.5 ns, Fillers 713, Fin. Hold Viols 0, Iter 0 DRT Violations 57, PostCTS Resize Cnt 3, CP Buf/Inv Count 1, die width 91.6 um, Final Power around 3600 uW, class of the worst hold path flop to flop, largest net degree at the start of global routing 39, worst path cell trace clkdlybuf4s50_1, htree depth 3, Max stage delay on crit path between 0.4 and 0.5 ns, Peak VDD IR 0.000548 V, placed inst area between 3000 and 4000 sq um, max_cap viols 0, Slew @ Worst Pin between 0.5 and 0.6 ns, count of unclocked register or latch pins 10, static leakage around 0.0015 uW, Cells after Synth 335, first-pass GRT wire length roughly 9800 um, CTS tree done, share of cells above drive strength 1 9.04%, FP Core Util 41.4%, Slew HR between 60% and 70%, CP Capture Type primary output, Reg2Reg Setup Slack 0.41 ns, FF+latch area roughly 1500 sq um, TritonCTS buffer count 9, DR pass1 iterations 4, Worst Hold Depth 0, hold_sp dtp.ThisIR.IRout[5]$_SDFFE_PP0P_, YS warnings about 91, # Cells Yosys about 340, dpl hpwl 4220 um, RSZ-0062 raised after global routing no, Cell area leaders dfxtp_1 42%, ha_1 11%, mux2i_1 8.7%, Latency at later pin 0.34 ns, flops out of synthesis roughly 78, vias in the first global route between 2000 and 2500, total die size between 8000 and 9000 sq um, Final setup violation count 0, Total Routing Usage GR between 15 and 20%, CORE AREA between 7000 and 8000 sq um, clock root cell clkbuf_8, slowest CP cell clkdlybuf4s50_1, status complete, no violations, OpenROAD warning count roughly 43, power per cell area between 900 and 1000 nW/um^2, via count between 2000 and 2500, endpoints left unconstrained 19, Final Instance Area 3910 sq um, startpoint types flop, Max Clk Rate between 600 and 700 MHz, initial antenna violation count 0, reg2reg end dtp.ThisROM.Output[5]$_DFF_P_
==> layout by cell type (no fill, tap or decap), drive strengths merged, types with 2 or more instances in the layout <==
cell	netlist	final
dlxtn	9	9
nand3	3	3
inv	24	27
o221ai	2	2
nor3b	2	2
clkinv	0	2
nor3	7	7
o22ai	2	2
nor2b	3	3
ha	28	28
a21o	3	3
and3b	2	2
nand2	15	15
clkdlybuf4s50	0	35
clkbuf	15	9
o21bai	3	3
a22oi	3	3
xnor2	3	3
a211oi	10	10
mux2i	28	28
a21oi	12	12
nor4	3	3
nor2	45	45
buf	3	8
xor2	4	4
o21ai	15	15
dfxtp	68	68
nand2b	4	4
or4	2	2
o21a	4	4
==> how the worst max path moves through the flow <==
stage / slack (ns) / from / cells past startpoint / endpoint
CTS: 0.002 / cu.state[2]$_SDFFE_PP0P_ / 1 / state[2]
global route: 0.009 / cu.state[2]$_SDFFE_PP0P_ / 1 / state[2]
finish: 0.07 / cu.state[2]$_SDFFE_PP0P_ / 1 / state[2]
==> cell type report <==
cell class	count	share of cell area [%]
Inverter	24	2.30
Clock buffer	9	3.16
Tap cell	102	3.26
Sequential cell	78	38.9
Multi-Input combinational cell	215	39.5
Timing Repair Buffer	43	10.8
Clock inverter	7	2.08
==> Yosys cell counts, drive strengths merged <==
cell / n
a21o: 3
nor3: 7
nand4b: 1
a211oi: 10
ha: 28
o21ai: 15
dfxtp: 68
mux2i: 28
o211ai: 1
dlxtp: 1
xor2: 4
o221ai: 2
o21bai: 3
and2: 1
or3b: 1
and3b: 2
nor2: 45
fa: 1
nor4: 3
mux2: 1
o21ba: 1
nand3b: 1
a221oi: 1
nor3b: 2
a21oi: 12
dlxtn: 9
o21a: 4
a31o: 1
nand3: 3
or4: 2
a211o: 1
a22oi: 3
inv: 24
xnor2: 3
clkbuf: 15
nor2b: 3
o22ai: 2
or3: 1
nand2: 15
nand2b: 4
buf: 3
==> flip-flops by register name (all words and copies together) (netlist names), 5 cells and up <==
signal and count:
dtp.ThisregA.file 8, dtp.calculator.ans 8, dtp.ThisregB.file 8, dtp.ThisROM.Output 5
dtp.ThisregA.out 8, dtp.ThisIR.IRout 5, dtp.ThisregB.out 8
==> through the flow <==
step	setup WS (ns)	hold slack (ns)	std cells
after CTS	0.00198	0.354	478
final	0.0726	0.348	478
after detailed placement	0.261	0.336	462
after floorplan	0.478	0.330	335
after global placement	0.266	0.336	462
after global routing	0.00945	0.357	478
==> worst reg2reg max path, delay by kind of cell (launching register included) <==
family | cells | cell delay [ns]
DFF | 1 | 0.41
AOI/OAI and AO/OA | 1 | 0.16
buffers and inverters | 1 | 0.08
adders and majority gates | 1 | 0.21
and+or+nand+nor | 2 | 0.23
==> layer usage <==
metal  global-route usage (%)  part of all wire, %
met5                        0                    0
met1                     22.7                   51
met4                     2.12                 0.64
met3                     3.21                  2.6
met2                     24.1                   46
==> report_power, final <==
part,internal [uW],switching [uW]
clock,741,689
sequential,1780,68.8
combinational,207,151
==> cell families (layout without fill, tap and decap cells) <==
family,count (synthesis),after routing,share of synthesized area (%)
latches,10,10,4.67
XOR/XNOR,7,7,1.91
adder cells (fa/ha/maj),29,29,11.5
AND/OR/NAND/NOR,91,91,13.3
AND-OR/OR-AND,59,59,12.3
buffers and inverters,42,83,4.94
flip-flops,68,68,42.4
multiplexers,29,29,9.07
No activity file was given, so power comes from the tool's default toggle rates.
